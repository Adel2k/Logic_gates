==> ./design.v <==
`timescale 1ns/1ps
module design_6_4(
    input clk,
    input w,
    input reset,
    output reg z
);
    reg [3:0] s [0:15]; 
    reg [3:0] current_state, next_state;
    initial begin
        for (integer i = 0; i < 16; i++)
            s[i] = i;
    end
    always @(posedge clk) begin
        if (reset)
            current_state <= 4'b0000;
        else
            current_state <= next_state;
    end
    always @(*) begin
        z = 0;
        case (current_state)
            0: next_state = (w) ? s[1] : s[0];
            1: next_state = (w) ? s[3] : s[2];
            2: next_state = (w) ? s[5] : s[4];
            3: next_state = (w) ? s[7] : s[6];
            4: next_state = (w) ? s[9] : s[8];
            5: next_state = (w) ? s[11] : s[10];
            6: next_state = (w) ? s[13] : s[12];
            7: next_state = (w) ? s[15] : s[14];
            8: next_state = (w) ? s[1] : s[0];
            9: begin
                z = 1;
                next_state = (w) ? s[3] : s[2];
            end
            10: next_state = (w) ? s[5] : s[4];
            11: next_state = (w) ? s[7] : s[6];
            12: next_state = (w) ? s[9] : s[8];
            13: next_state = (w) ? s[11] : s[10];
            14: next_state = (w) ? s[13] : s[12];
            15: begin
                z = 1;
                next_state = (w) ? s[15] : s[14];
            end
            default: next_state = s[0];
        endcase
    end
endmodule
==> ./run.sh <==
#!/bin/bash
# OpenROAD 26Q1-2900-gdf79404cd8, Yosys 0.63+post, stock flow scripts
make -C /OpenROAD-flow-scripts/flow DESIGN_CONFIG=/design/flow/config.mk WORK_HOME=/design/flow/orfs finish
==> ./config.mk <==
export PLATFORM = sky130hd
export DESIGN_NAME = design_6_4
export DESIGN_NICKNAME = design_6_4
export VERILOG_FILES = /design/flow/design.v
export SDC_FILE = /design/flow/constraint.sdc
export NUM_CORES = 4
export LEC_CHECK = 1
export CORE_AREA = 10 10 70 70
export DIE_AREA = 0 0 80 80
==> ./constraint.sdc <==
current_design design_6_4

set clk_period 1.1
set clk_io_pct 0.2

create_clock -name clk0 -period $clk_period [get_ports {clk}]

set non_clock_inputs [all_inputs -no_clocks]
set_input_delay [expr $clk_period * $clk_io_pct] -clock clk0 $non_clock_inputs
set_output_delay [expr $clk_period * $clk_io_pct] -clock clk0 [all_outputs]
==> reports/metrics.csv <==
metric,value,unit
outcome,finished with violations,
failing checks,setup timing,
register share after synthesis,66.7,%
syn avg cell area,12.0,um^2
first-pass GRT wire length,496,um
Syn Inst Count,10,
Top reg by flops,current_state,
RSZ-0062 raised after global routing,yes,
setup slack after layout,-0.0275,ns
gpl congestion,0.627,
Area after DPL,208,um^2
worst r2r dst,current_state[3],
total I/O pin count,4,
Startpoint Class,register,
Routed WL,281,um
detailed-route DRC error count,0,
drt wl/cell,4.53,um
Layout area overhead,89.6,%
Inserted Clock Buffers,3,
maximum level of the CTS H-tree,1,
Register Area,82.6,um^2
Post-Syn Area,120,um^2
Hold Startpoint,current_state[0],
TritonCTS clock tree,done,
Pre-Repair DR Iteration Count,1,
share of cells above drive strength 1,37.5,%
crit path DRT,0.88,ns
Synth flops,4,
IO buf count,3,
Starting Density,3.52,%
pwr dens,1530,nW/um^2
period utilization,102,%
Slew Limit Fails,0,
vias per inst,1.35,
total track usage,1.11,%
synth warn,1,
clk sink count,4,
crit path kind,register to output pin,
Worst VDD drop,366,uV
net load switching power,0.0000651,W
Synth cell types,4,
FF-to-FF Start,current_state[2],
total number of vias,84,
CP endpoint kind,output pin,
sequential share of power,44.1,%
worst endpoint data arrival time,0.91,ns
skew final,0.000903,ns
row cnt,21,
"Hold-fix buffers, CTS",0,
OpenROAD warning count,27,
maximum clock path buffer count,2,
worst-path maximum fanout,2,
Cell Int Power,0.000284,W
Antenna Cells,0,
number of global-route vias before repair,100,
final hold violations,0,
WHS Endpoint,current_state[1],
# setup viols final,1,
initial antenna violation count,0,
Slew @ Worst Pin,0.154,ns
max_slew headroom,89.7,%
max FFs per register,4,
placeable core area,3420,um^2
logic area,40.0,um^2
chip area,6400,um^2
Top cells excl fill/tap,"nor2b_1 (4), clkbuf_4 (3), dfxtp_1 (2), dfxtp_2 (2), clkdlybuf4s50_1 (2)",
yosys stat area,120,um^2
DIE WIDTH,80,um
Leakage,0.0766,nW
clock latency (worst-skew pair),0.24,ns
Antenna Violating Nets Remaining,0,
filler cell count in the final layout,411,
R2R Setup Slk,0.56,ns
Clk network pwr share,51.8,%
CTS Root Cell,clkbuf_4,
switching share of power,18.7,%
Post-CTS Setup Bufs,0,
Worst R2R Path Depth,1,
most frequent logic cell in the layout,nor2b_1,
grt total ovfl,0,
Max Clk Rate,887,MHz
Cells on Worst Hold Path,1,
clock slew at reported path FFs,0.03,ns
Initial DRC Count,0,
largest registers,current_state: 4 flops,
post-route design area,228,um^2
HP Class,register to register,
Fin Hold WS,0.462,ns
yosys cell count,10,
Die Ht,80,um
"Min Clock Period, post-route",1.13,ns
largest net degree at the start of global routing,5,
max-cap violations,0,
combinational share of power,4.1,%
[area by class of cell]
class / count / share of cell area [%]
Timing Repair Buffer: 3 / 11.0
Multi-Input combinational cell: 6 / 17.6
Clock buffer: 3 / 9.89
Tap cell: 46 / 25.3
Sequential cell: 4 / 36.3
[power groups by stage]
stage | clock network [W] | registers, W | logic, W
finish | 0.000181 | 0.000154 | 0.0000143
global route | 0.000209 | 0.000154 | 0.0000160
CTS | 0.000190 | 0.000154 | 0.0000147
[cell usage after synthesis (all sizes together)]
library cell | instances | area share (%)
nor2b | 4 | 21
dfxtp | 4 | 67
xnor2 | 1 | 7.3
and3 | 1 | 5.2
[per-stage QoR]
step / power, W / worst slack, ns / std cells / util, % / TNS (ns)
global placement: 0.000170 / -0.199 / 59 / 6.08 / -0.199
detailed placement: 0.000170 / -0.206 / 59 / 6.08 / -0.206
global route: 0.000379 / -0.0932 / 62 / 6.67 / -0.0932
CTS: 0.000358 / -0.0724 / 62 / 6.63 / -0.0724
floorplan: 0.000160 / 0.336 / 10 / - / 0
finish: 0.000349 / -0.0275 / 62 / 6.67 / -0.0275
[worst max-delay path: stages, from the launching register on]
cell	delay, ns
dfxtp_2	0.31
xnor2_1	0.12
and3_1	0.15
buf_2	0.10
[how the worst max path moves through the flow]
| stage | from | endpoint | slack (ns) |
|---|---|---|---|
| CTS | current_state[2] | z | -0.07 |
| global route | current_state[1] | z | -0.09 |
| finish | current_state[1] | z | -0.03 |
[cells by family after synthesis]
kind of cell     Yosys count  synth area share [%]
flip-flops                 4                  66.7
AND/OR/NAND/NOR            5                  26.0
XOR/XNOR                   1                  7.29
[layer usage]
metal	vias to the layer above	track usage, %	wire length [um]
met4	0	0.528	8
met1	33	1.26	138
li1	43	-	-
met3	2	1.59	49
met5	-	0	0
met2	6	0.963	85
[timing repair]
action                     4_1_cts  5_1_grt
gates resized                    5        1
pin swaps                        2        2
setup endpoints to repair        1        1
Power and IR drop assume default switching activity.
