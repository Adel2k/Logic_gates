==> design/flow/design.v <==
`timescale 1ns/1ps
module desig_6_10 (
    input clk, w1, w2, rst,
    output reg z
);
  reg [3:0] s [0:3];
  reg [1:0] current_state, next_state;
    initial begin
    z = 0;
    current_state = 0;
    for (integer i = 0; i < 4; i++)
        s[i] = i;
    end
    always @(posedge clk or posedge rst) begin
        if (rst)
            current_state <= 2'b00;
        else 
            current_state <= next_state;
    end
    always @(*) begin
        case (current_state)
            0: begin
                if (w1 != w2)
                    z = 0;
                next_state = (w1 == w2) ? s[1] : s[0];
            end
            1: next_state = (w1 == w2) ? s[2] : s[0];
            2: next_state = (w1 == w2) ? s[3] : s[0];
            3: begin
                next_state = s[0];
                z = (w1 == w2) ? 1 : 0;
            end
            default: next_state = 2'b00;
    endcase
    end
endmodule
==> design/flow/run.sh <==
#!/bin/bash
# OpenROAD 26Q1-2900-gdf79404cd8, Yosys 0.63+post, stock flow scripts
make -C /OpenROAD-flow-scripts/flow DESIGN_CONFIG=/design/flow/config.mk WORK_HOME=/design/flow/orfs finish
==> design/flow/config.mk <==
export PLATFORM = sky130hd
export DESIGN_NAME = desig_6_10
export DESIGN_NICKNAME = desig_6_10
export VERILOG_FILES = /design/flow/design.v
export SDC_FILE = /design/flow/constraint.sdc
export NUM_CORES = 4
export LEC_CHECK = 1
export CORE_AREA = 10 10 70 70
export DIE_AREA = 0 0 80 80
==> design/flow/constraint.sdc <==
current_design desig_6_10

set clk_period 1.1
set clk_io_pct 0.2

create_clock -name clk0 -period $clk_period [get_ports {clk}]

set non_clock_inputs [all_inputs -no_clocks]
set_input_delay [expr $clk_period * $clk_io_pct] -clock clk0 $non_clock_inputs
set_output_delay [expr $clk_period * $clk_io_pct] -clock clk0 [all_outputs]
==> results.json <==
{
  "arrival_ps": 970,
  "timing.hold.ws_ps": 162,
  "viasPerCell": 1.53,
  "drive_gt1_share_pct": 25.0,
  "overflow": 0,
  "rsz0062_at_grt": "no",
  "grt_max_degree": 5,
  "post-route-min-period_ps": 861,
  "fin_skew_ps": 2.38,
  "fin_crit_sh_pct": 78.3,
  "ys_cells": 12,
  "hold_viol_final": 0,
  "antenna_found_initial": 0,
  "synth_top_area_share_pct": 41.7,
  "syn_inst": 12,
  "met3WireLength_um": 22,
  "routed_wl_um": 330,
  "routabilityCongestion": 0.559,
  "cts_buffer_depth": 2,
  "cp_top_family": "buffers and inverters",
  "power_density_nw_per_um2": 1350,
  "ioPinCount": 5,
  "chipArea_um2": 6400,
  "crit_slowest_cell": "clkdlybuf4s50_1",
  "htreeDepth": 1,
  "max_clock_freq_mhz": 1160,
  "crit_type": "in2reg",
  "wire_per_inst_um": 5.00,
  "grtUsageTotal_pct": 1.07,
  "synth_area_um2": 120,
  "clock_latency_ps": 230,
  "antenna-diode-count": 0,
  "crit_chain": "clkdlybuf4s50_1, xor2_2, nor2_1",
  "areaGrowthSynthToFinish_pct": 106,
  "peakVddDrop_uv": 251,
  "nFillCells": 415,
  "cpPeakStageDelay_ps": 490,
  "drtIter0Drc": 2,
  "maxSlewViolCount": 0,
  "min_path_type": "in2async",
  "setup_viol": 0,
  "ant_nets": 0,
  "yosys_warnings": 1,
  "die_y_um": 80,
  "wirelength_met1_um": 192,
  "cp-end-kind": "flip-flop",
  "first_pass_iters": 4,
  "status": "complete, no violations",
  "cp-start-kind": "input port",
  "cts_hold_buffers": 0,
  "synthTopCellsByArea": "dfrtp_1 42%, xor2_2 14%, nor2_1 13%",
  "cts_buffers": 3,
  "pre_cts_ws_ps": -2.75,
  "finalPower_w": 0.000333,
  "synth_area_leader_cell": "dfrtp_1",
  "clkTransAtPathRegs_ps": 30,
  "synth_cell_types": 8,
  "top_layer": "met3",
  "port_buffers": 4,
  "core_um2": 3420,
  "initial_core_util_pct": 3.52,
  "synth_chip_area_um2": 120,
  "worstPathRequired_ps": 1210,
  "ff2ff_setup_slack_ps": 340,
  "fp.dieW_um": 80,
  "tool_warnings": 25,
  "syn_area_per_cell_um2": 10.0,
  "unclocked_regs": 1,
  "layout_setup_ws_ps": 239,
  "grt_pass1_vias": 134,
  "path_buffers": 1,
  "cap_viol_max_count": 0,
  "tightest_slew_ps": 165,
  "rows": 21,
  "via_count": 101,
  "cts_tree": "yes",
  "drc": 0,
  "crit_start": "w1",
  "post_cts_buffers": 0,
  "rr_startpoint": "current_state[0]",
  "route.met2.wl_um": 116,
  "grt_pass1_wl_um": 524,
  "cts_root_buffer": "clkbuf_4",
  "ys.flops": 3,
  "slew_headroom_pct": 89.0,
  "cts_resized": 0,
  "untimed_endpoints": 2,
  "cp_max_fo": 3,
  "p_leak_nw": 0.0914
}
==> worst paths after layout <==
check,end,depth (start not counted)
min in group clk0,current_state[0],1
max,current_state[1],3
min,current_state[1],2
min reg2reg,current_state[0],1
max in group asynchronous,current_state[0],2
max reg2reg,current_state[1],2
==> per-layer routing <==
| layer | vias to the layer above | GRT usage [%] |
|---|---|---|
| met5 | - | 0 |
| met4 | 0 | 0.880 |
| met3 | 0 | 0.455 |
| met2 | 5 | 0.883 |
| met1 | 45 | 1.73 |
| li1 | 51 | - |
==> layout make-up <==
| cell class | instances | area [um^2] | area share, % |
|---|---|---|---|
| Inverter | 1 | 3.75 | 1.52 |
| Sequential cell | 3 | 65.1 | 26.3 |
| Clock buffer | 3 | 22.5 | 9.09 |
| Timing Repair Buffer | 5 | 47.5 | 19.2 |
| Tap cell | 46 | 57.6 | 23.2 |
| Multi-Input combinational cell | 8 | 51.3 | 20.7 |
==> cells in the mapped netlist (all sizes together) <==
cell type  n
xnor2      1
dlxtn      1
a21boi     1
inv        1
nand2      1
xor2       1
dfrtp      2
nor2       4
==> stage by stage <==
| stage | setup TNS [ps] | utilization (%) | cells | instance area, um^2 |
|---|---|---|---|---|
| after global routing | 0 | 7.25 | 66 | 248 |
| after floorplan | 0 | - | 12 | 120 |
| after global placement | 0 | 6.59 | 63 | 225 |
| final | 0 | 7.25 | 66 | 248 |
| after detailed placement | -2.75 | 6.59 | 63 | 225 |
| after CTS | 0 | 7.25 | 66 | 248 |
==> worst register-to-register path: stages, from the launching register on <==
cell	delay, ps
dfrtp_1	410
xnor2_1	190
nor2_1	50
==> where the power goes <==
| part | leakage [nW] | switching (W) | total (W) | internal (W) |
|---|---|---|---|---|
| clock | 0.0138 | 0.0000432 | 0.000164 | 0.000120 |
| combinational | 0.0443 | 0.0000235 | 0.0000607 | 0.0000372 |
| sequential | 0.0332 | 0.0000136 | 0.000109 | 0.0000954 |
==> registers in the layout, indices dropped and copies added, names as in the netlist <==
signal         cells
current_state      2
z                  1
==> layout by cell type, fill, tap and decap left out <==
cell type,n
dlxtn_1,1
inv_1,1
nand2_1,1
buf_4,1
dfrtp_1,2
clkdlybuf4s50_1,4
xnor2_1,1
a21boi_1,1
nor2_1,4
xor2_2,1
clkbuf_4,3
==> logic make-up (layout without fill, tap and decap cells) <==
logic type	after synthesis	after routing	synth area share (%)
latches	1	1	12.5
xor+xnor	2	2	20.8
buf+inv	1	9	3.12
compound gates	1	1	6.25
flops	2	2	41.7
simple gates	5	5	15.6
Power and IR drop assume default switching activity.
