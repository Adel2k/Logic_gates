==> run.sh <==
#!/bin/bash
# OpenROAD 26Q1-2900-gdf79404cd8, Yosys 0.63+post, stock flow scripts
make -C /OpenROAD-flow-scripts/flow DESIGN_CONFIG=/design/flow/config.mk WORK_HOME=/design/flow/orfs finish
==> config.mk <==
export PLATFORM = sky130hd
export DESIGN_NAME = counter_6
export DESIGN_NICKNAME = counter_6
export VERILOG_FILES = /design/flow/design.v
export SDC_FILE = /design/flow/constraint.sdc
export NUM_CORES = 4
export LEC_CHECK = 1
export CORE_AREA = 10 10 70 70
export DIE_AREA = 0 0 80 80
==> constraint.sdc <==
current_design counter_6

set clk_period 1.7
set clk_io_pct 0.2

create_clock -name clk0 -period $clk_period [get_ports {clk}]

set non_clock_inputs [all_inputs -no_clocks]
set_input_delay [expr $clk_period * $clk_io_pct] -clock clk0 $non_clock_inputs
set_output_delay [expr $clk_period * $clk_io_pct] -clock clk0 [all_outputs]
==> design.v <==
`timescale 1ns/1ps
module counter_6(
    output [2:0] counter,
    input clk, rst, w
);
    wire [2:0] d;
    dff dff0 (.q(counter[0]), .d(d[0]), .clk(clk), .rst(rst));
    dff dff1 (.q(counter[1]), .d(d[1]), .clk(clk), .rst(rst));
    dff dff2 (.q(counter[2]), .d(d[2]), .clk(clk), .rst(rst));
    assign d = (rst || counter == 3'b101) ? 3'b000 : (w ? counter + 1 : counter);
endmodule
`timescale 1ns/1ps
module dff (
    input wire clk,
    input wire rst,
    input wire d,
    output reg q
);
    always @(posedge clk) begin
        if (rst)
            q <= 1'b0;
        else
            q <= d;
    end
endmodule
==> results.py <==
# Metrics from the implementation run
metrics = {
    "logic_synthesis": {
        "top_logic_kind": "AND-OR/OR-AND gates",
        "postSynthAreaPerCell_um2": 9.38,
        "edf_count": 0,
        "mux_area_frac": 0,
        "synth_cell_type_count": 11,
        "ys_async_sr_fraction": 0,
        "top_cell_area_share": 0.356,
        "ys_seq_share": 0.356,
        "synth-seq-cells": 3,
        "ys_sh_adder": 0.148,
        "ys_cells": 18,
        "synth_top_flop_cell": "dfxtp_1",
        "synthXorXnorAreaFrac": 0.0519,
        "synth_cells": 18,
        "compound_area_frac": 0.178,
        "syn-cell-area_um2": 169,
        "topCellsByArea": "dfxtp_1 (36%), ha_1 (15%), buf_4 (13%), a211oi_2 (7.4%), a21oi_1 (5.9%)",
        "ys_sh_simple": 0.111,
        "top_cells_by_count": "buf_4 (3), dfxtp_1 (3), a21oi_1 (2), ha_1 (2), nor2_1 (2)",
        "ys_warn_count": 1,
        "synth_area_leader_cell": "dfxtp_1",
        "yosys_area_um2": 169,
    },
    "critical_path": {
        "cpLargestDelayFamily": "buffers and inverters",
        "cp-end-kind": "output pin",
        "crit_chain": "clkdlybuf4s50_1",
        "start_kind": "flip-flop",
        "worstPathRequired_ns": 1.36,
        "critPathKind": "reg -> out",
        "worst-path-buf-inv": 1,
        "cp_slowest_cell": "clkdlybuf4s50_1",
        "worstPathArrival_ns": 1.12,
        "critPathLaunch": "dff0.q",
        "crit_fanout": 4,
        "r2r-start": "dff1.q",
        "critPathMaxStageDelay_ns": 0.50,
    },
    "cts": {
        "clkTransAtPathRegs_ns": 0.03,
        "cts_tree": "done",
        "ctsResizeCount": 0,
        "cts_buffer_depth": 2,
        "cts_buffers": 3,
        "post_cts_buffers": 0,
        "clockRootBuffer": "clkbuf_4",
        "clk_latency_ns": 0.23,
        "numClockSinks": 3,
        "cts-htree-levels": 1,
        "ctsHoldBuffers": 0,
    },
    "routing": {
        "vias": 133,
        "viasPerCell": 1.90,
        "drc": 0,
        "drt_first_iter_violations": 9,
        "postRouteAntennaNets": 0,
        "wl_per_cell_um": 5.51,
        "drt-pass1-iter-count": 2,
        "num_antenna_cells": 0,
        "finalWirelength_um": 386,
    },
    "pwr": {
        "leakage_nw": 0.0954,
        "total_power_mw": 0.238,
        "vdd_ir_drop_max_mv": 0.126,
        "powerDensity_nw_per_um2": 851,
    },
    "min_path": {
        "hp-class": "reg -> reg",
        "worstHoldStart": "dff2.q",
    },
    "global_routing": {
        "grt_pass1_vias": 141,
        "grt_max_degree": 6,
        "track_usage": 0.0146,
        "grt_pass1_wl_um": 669,
        "grt_antenna_before_repair": 0,
        "gr-total-overflow": 0,
    },
    "final_timing": {
        "hold_viol": 0,
        "finalSetupViolCount": 0,
        "rsz0062_at_grt": "false",
        "max_freq_mhz": 686,
        "finalClockPeriodUsage": 0.858,
        "relSlewSlack": 0.854,
        "slew_viol_final": 0,
        "setup_tns_ns": 0,
        "tightest_slew_ns": 0.218,
        "fin_skew_ns": 0.000883,
        "fin_crit_ns": 1.46,
    },
    "die": {
        "core-area_um2": 3420,
        "top_level_ports": 6,
        "fp_util": 0.0495,
        "die_h_um": 80,
        "die-area_um2": 6400,
        "placementRows": 21,
        "die_x_um": 80,
    },
    "outcome": {
        "outcome": "completed",
    },
    "layout": {
        "nFillCells": 403,
        "drive_gt1_frac": 0.167,
        "final_area_um2": 280,
        "syn2layout_area_growth_pct": 65.9,
        "fin_util": 0.0821,
    },
    "job": {
        "warnings": 26,
        "cap_violations": 0,
    },
    "place": {
        "io_buffers": 5,
        "placed_area_um2": 254,
        "gp_congestion": 0.715,
        "dp_hpwl_um": 315,
    },
}
## cells by family (layout without fill, tap and decap cells)
family | Yosys count | in the layout
compound gates | 4 | 4
simple gates | 4 | 4
buf+inv | 4 | 10
flops | 3 | 3
fa+ha+maj | 2 | 2
xor+xnor | 1 | 1
## power breakdown
part	internal [mW]	switching, mW	total (mW)	leakage (nW)
logic	0.0223	0.0127	0.0350	0.0557
registers	0.0763	0.00601	0.0823	0.0247
clock network	0.0877	0.0335	0.121	0.0150
total	0.186	0.0522	0.238	0.0954
## final timing paths
kind / endpoint / slack, ns / cells after the start
min reg2reg: dff2.q / 0.48 / 2
max: counter[0] / 0.24 / 1
max reg2reg: dff1.q / 0.63 / 4
min: dff2.q / 0.48 / 2
## through the flow
stage,setup slack (ns),hold WS [ns],cells
2_1_floorplan,0.702,0.409,18
3_3_place_gp,0.462,0.461,66
3_5_place_dp,0.426,0.485,66
4_1_cts,0.226,0.488,70
5_1_grt,0.187,0.520,70
6_report,0.242,0.480,70
## placed cells by master (no fill, tap or decap), drive strengths merged
cell type,synthesis,routed
dfxtp,3,3
xnor2,1,1
inv,1,1
clkdlybuf4s50,0,5
a21oi,2,2
a21o,1,1
a211oi,1,1
clkbuf,0,4
ha,2,2
nand2,1,1
nor2,2,2
nand3b,1,1
## worst min-delay path: stages (launching register included)
cell,delay (ns)
dfxtp_1,0.32
nand2_1,0.06
a21oi_1,0.05
## metal layers
metal  track usage  share of wire  up-vias
met3        0.0216           0.23        0
met5             0              0        -
li1              -              -       69
met2        0.0136           0.31        9
met1        0.0159           0.46       55
met4       0.00528              0        0
## sequential cells by signal, summed over array words and instances, names as in the netlist
| register | flops |
|---|---|
| dff0.q | 1 |
| dff1.q | 1 |
| dff2.q | 1 |
## final cells by class
cell class              count  area [µm²]  area share
clock buffers               4        26.3      0.0937
inverters                   1        3.75      0.0134
multi-input cells          11        82.6       0.295
flip-flops and latches      3        60.1       0.214
well taps                  46        57.6       0.205
repair buffers              5        50.0       0.179
No activity file was given, so power comes from the tool's default toggle rates.
